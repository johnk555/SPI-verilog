$ cat flow/run.sh
#!/bin/bash
# OpenROAD 26Q1-2900-gdf79404cd8, Yosys 0.63+post, stock flow scripts
make -C /OpenROAD-flow-scripts/flow DESIGN_CONFIG=/design/flow/config.mk WORK_HOME=/design/flow/orfs finish
$ cat flow/config.mk
export PLATFORM = sky130hd
export DESIGN_NAME = spi_master
export DESIGN_NICKNAME = spi_master
export VERILOG_FILES = /design/flow/design.v
export SDC_FILE = /design/flow/constraint.sdc
export NUM_CORES = 4
export LEC_CHECK = 1
export CORE_AREA = 10 10 110 110
export DIE_AREA = 0 0 120 120
$ cat flow/constraint.sdc
current_design spi_master

set clk_period 2.4
set clk_io_pct 0.2

create_clock -name clk0 -period $clk_period [get_ports {clk}]

set non_clock_inputs [all_inputs -no_clocks]
set_input_delay [expr $clk_period * $clk_io_pct] -clock clk0 $non_clock_inputs
set_output_delay [expr $clk_period * $clk_io_pct] -clock clk0 [all_outputs]
$ cat flow/design.v
module spi_master (
    input clk,           
    input rst_n,         
    input [7:0] tx_data,    
    input start_transfer,   
    output reg transfer_done,  
    output wire sclk,     
    output reg ss_n,     
    output reg mosi,     
    input miso,          
    output reg [7:0] rx_data  
);
    localparam IDLE         = 2'b00;
    localparam START_SS     = 2'b01;
    localparam SHIFT_DATA   = 2'b10;
    localparam END_SS       = 2'b11;
    reg [1:0] current_state, next_state;
    reg [3:0] bit_counter;     
    reg [7:0] master_tx_data;  
    reg [7:0] master_rx_data;  
    parameter SCLK_DIV_FACTOR = 2;  
    reg [SCLK_DIV_FACTOR-1:0] sclk_counter;
    reg sclk_toggle;
    always @(posedge clk or negedge rst_n) begin
        if (!rst_n) begin
            sclk_counter <= 0;
            sclk_toggle <= 0;
        end else begin
            if (current_state == SHIFT_DATA) begin  
                if (sclk_counter == SCLK_DIV_FACTOR - 1) begin
                    sclk_counter <= 0;
                    sclk_toggle <= ~sclk_toggle;  
                end else begin
                    sclk_counter <= sclk_counter + 1;
                end
            end else begin
                sclk_counter <= 0;
                sclk_toggle <= 0;  
            end
        end
    end
    assign sclk = sclk_toggle;  
    always @(posedge clk or negedge rst_n) begin
        if (!rst_n) begin
            current_state <= IDLE;
        end else begin
            current_state <= next_state;
        end
    end
    always @(*) begin
        next_state     = current_state;
        transfer_done  = 0;
        ss_n           = 1;   
        mosi           = 1'bz;  
        case (current_state)
            IDLE: begin
                if (start_transfer) begin
                    next_state       = START_SS;
                    master_tx_data   = tx_data;  
                    bit_counter      = 0;
                end
                ss_n = 1;  
            end
            START_SS: begin
                ss_n = 0;  
                next_state = SHIFT_DATA;
            end
            SHIFT_DATA: begin
                ss_n = 0;  
                mosi = master_tx_data[7 - bit_counter];  
                if (sclk_counter == SCLK_DIV_FACTOR - 1 && sclk_toggle == 1) begin  
                    if (bit_counter == 7) begin  
                        next_state = END_SS;
                    end else begin
                        bit_counter = bit_counter + 1;
                    end
                end
            end
            END_SS: begin
                ss_n = 1;  
                transfer_done = 1;  
                next_state = IDLE;
            end
            default: begin
                next_state = IDLE;
            end
        endcase
    end
    reg prev_sclk;  
    always @(posedge clk or negedge rst_n) begin
        if (!rst_n) begin
            prev_sclk <= 0;
            master_rx_data <= 8'b0;
            rx_data <= 8'b0;
        end else begin
            prev_sclk <= sclk;  
            if (current_state == SHIFT_DATA) begin
                if (sclk == 1 && prev_sclk == 0) begin  
                     master_rx_data[7 - bit_counter] <= miso;
                end
            end
            if (transfer_done == 1'b1) begin  
                rx_data <= master_rx_data;
            end else if (start_transfer == 1'b1) begin  
                master_rx_data <= 8'b0;
                rx_data <= 8'b0;  
            end
        end
    end
endmodule
==> results.yml <==
# implementation run metrics
drt:
  wl_per_cell_um: 10.8
  drt-pass1-iter-count: 4
  antenna_cells: 0
  antenna_left: 0
  viasPerCell: 3.54
  drc: 0
  drt_iter0_drc: 50
  wirelength_mm: 3.00
  dr_total_vias: 980
critical_path:
  regToRegEndpoint: "master_rx_data[3]"
  crit_type: "register to output port"
  path_buffers: 1
  critical_path_cell_count: 2
  crit_chain: "or2_2, clkdlybuf4s50_1"
  critPathLaunchType: "register"
  r2r_cells: 3
  setup.worst_path.end: "ss_n"
  cp.arrival_ns: 1.53
  cp_max_fo: 13
  crit_path_start: "current_state[3]"
  critPathTopFamily: "flip-flops"
  crit_slowest_cell: "dfrtp_1"
  cp.required_ns: 1.92
  cp-end-kind: "output port"
  cpPeakStageDelay_ns: 0.52
  r2r_slack_ns: 0.81
  rr_startpoint: "current_state[3]"
final_timing:
  setup-tns-final_ns: 0
  rsz0062_at_grt: "false"
  finalMaxSlewViolations: 0
  unclocked_pins: 12
  max_freq_mhz: 497
  untimed_endpoints: 13
  fin_ws_ns: 0.387
  finalSetupViolCount: 0
  min_period_over_period_pct: 83.9
  max-slew-margin-rel_pct: 67.6
  min_period_ns: 2.01
  final-hold-violation-count: 0
  fin_skew_ns: 0.00362
  worstMarginPinSlew_ns: 0.484
layout:
  area_growth_pct: 31.8
  drive_above_1_share_pct: 10.4
synthesis:
  ys_area_sq_um: 1420
  synthTopCellsByArea: "dfrtp_1 (41%), dlxtn_1 (13%), ha_1 (5.3%)"
  ys_cells: 118
  syn_avg_cell_area_sq_um: 12.0
  yosysTopAreaCell: "dfrtp_1"
  synth_cells: 118
  synth-seq-cells: 36
  synth_top_area_share_pct: 40.6
  ys_warn_count: 10
  ys_types: 33
  syn-cell-area_sq_um: 1420
global_route:
  grt_max_degree: 25
  antenna_found_initial: 0
  grt_pass1_vias: 946
  grt_pass1_wl_mm: 4.94
  track_usage_pct: 4.18
  gr-total-overflow: 0
power:
  p_per_area_nw_per_um2: 378
  irDropWorstVdd_v: 0.000234
  total_leakage_power_nw: 0.768
clock_tree:
  ctsHtreeMaxLevel: 1
  clock-root-buffer: "clkbuf_8"
  ctsHoldBuffers: 0
  ctsResizeCount: 0
  clk_path_buf_depth: 2
  postCtsSetupRepairBufs: 0
  clkLatencyLatePin_ns: 0.26
  cts_tree: "yes"
  path_clk_slew_ns: 0.08
  cts_inserted_buffers: 3
worst_hold_path:
  hp-class: "register to register"
placement:
  dp_hpwl_mm: 2.45
  dpl_worst_slack_ns: 0.512
  gp_congestion: 0.800
  portBuffers: 23
floorplan:
  fp-row-count: 36
  ioPinCount: 24
  chipArea_sq_um: 14400
  die_height_um: 120
  coreArea_sq_um: 9770
  fp-utilization_pct: 14.5
  die_w_um: 120
run:
  cap_viol_max_count: 0
  warnings: 28
outcome:
  outcome: "finished clean"
-- synthesized netlist by cell type (all sizes together) --
| library cell | n |
|---|---|
| xnor2 | 2 |
| nor4 | 1 |
| and4bb | 2 |
| o31ai | 7 |
| nor2b | 2 |
| o21ai | 2 |
| dlxtn | 12 |
| clkbuf | 2 |
| nor3 | 1 |
| mux2i | 2 |
| nand2b | 2 |
| o211ai | 8 |
| ha | 6 |
| inv | 4 |
| o2111ai | 1 |
| dfrtp | 23 |
| a22o | 8 |
| nand2 | 8 |
| nor4b | 1 |
| or2 | 1 |
| mux4 | 2 |
| dfstp | 1 |
| xor2 | 1 |
| nand3 | 4 |
| nor2 | 8 |
| and3 | 1 |
| a21o | 2 |
| and2 | 4 |
-- worst min path at each step --
stage / start / end / slack (ns) / depth (start not counted)
final: sclk_counter[0] / sclk_counter[0] / 0.43 / 1
after CTS: sclk_counter[0] / sclk_counter[0] / 0.43 / 1
after global routing: sclk_counter[0] / sclk_counter[0] / 0.46 / 1
-- power by group --
group | switching [W] | internal [W]
registers | 0.000000000000000000173 | 0.000406
clock network | 0.000120 | 0.000146
logic | 0.0000170 | 0.0000174
-- cells in the final DEF, fill, tap and decap left out, types with 4 or more instances in the layout --
master / count
dlxtn_1: 12
clkbuf_8: 4
nand3_1: 4
ha_1: 6
and2_1: 4
nor2_1: 8
o211ai_1: 7
dfrtp_1: 23
o31ai_1: 7
inv_1: 4
nand2_1: 8
clkdlybuf4s50_1: 23
a22o_1: 8
-- stage by stage --
stage / total power (W) / cell area, sq um / std cells / hold WS [ns] / util (%)
after global placement: 0.000448 / 1810 / 273 / 0.413 / 18.5
final: 0.000706 / 1870 / 277 / 0.426 / 19.1
after CTS: 0.000715 / 1870 / 277 / 0.429 / 19.1
after floorplan: 0.000420 / 1420 / 118 / 0.184 / -
after global routing: 0.000741 / 1870 / 277 / 0.459 / 19.1
after detailed placement: 0.000449 / 1810 / 273 / 0.418 / 18.5
-- routing by layer --
| metal | GRT usage, % | vias up | part of all wire, % |
|---|---|---|---|
| met5 | 0 | - | 0 |
| met4 | 0 | 0 | 0 |
| met3 | 1.76 | 0 | 7.5 |
| met2 | 6.64 | 20 | 47 |
| met1 | 5.59 | 474 | 45 |
| li1 | - | 486 | - |
-- sequential cells by signal (all words and copies together), names as in the netlist --
| name | flops |
|---|---|
| bit_counter | 4 |
| current_state | 4 |
| master_rx_data | 8 |
| master_tx_data | 8 |
| prev_sclk | 1 |
| rx_data | 8 |
| sclk_counter | 2 |
| sclk_toggle | 1 |
-- cell families (layout without fill, tap and decap cells) --
| logic type | count (synthesis) | in the layout | share of synthesized area [%] |
|---|---|---|---|
| AND-OR/OR-AND | 28 | 28 | 16.1 |
| XOR/XNOR | 3 | 3 | 2.39 |
| adder cells (fa/ha/maj) | 6 | 6 | 5.30 |
| buffers and inverters | 6 | 32 | 1.68 |
| flip-flops | 24 | 24 | 42.5 |
| latches | 12 | 12 | 12.7 |
| multiplexers | 4 | 4 | 4.59 |
| AND/OR/NAND/NOR | 35 | 35 | 14.8 |
-- area by class of cell --
type | instances | area (sq um)
clock buffers | 4 | 55.1
fillers | 1055 | 7910
inverters | 4 | 15.0
multi-input cells | 76 | 611
flip-flops and latches | 36 | 782
well taps | 133 | 166
repair buffers | 24 | 238
Power is estimated from default activity; no workload was simulated.
