<file path="/design/flow/design.v">
module spi_slave (
    input clk,             
    input rst_n,           
    input sclk,            
    input ss_n,            
    input mosi,            
    output reg miso,       
    input [7:0] slave_tx_data,  
    output reg [7:0] slave_rx_data,  
    output reg data_received      
);
    reg [1:0] current_slave_state, next_slave_state;
    localparam SLAVE_IDLE      = 2'b00;
    localparam SLAVE_ACTIVE    = 2'b01;
    localparam SLAVE_COMPLETE  = 2'b10;
    reg [7:0] slave_shift_reg;    
    reg [7:0] slave_miso_reg;     
    reg [3:0] bit_counter;
    reg prev_sclk;  
    reg prev_ss_n;  
    always @(posedge clk or negedge rst_n) begin
        if (!rst_n) begin
            prev_sclk <= 0;
            prev_ss_n <= 1;  
        end else begin
            prev_sclk <= sclk;
            prev_ss_n <= ss_n;
        end
    end
    always @(posedge clk or negedge rst_n) begin
        if (!rst_n) begin
            current_slave_state <= SLAVE_IDLE;
        end else begin
            current_slave_state <= next_slave_state;
        end
    end
    always @(posedge clk or negedge rst_n) begin
        if (!rst_n) begin
            slave_shift_reg <= 8'b0;
            slave_rx_data   <= 8'b0;
            bit_counter     <= 0;
            data_received   <= 0;  
        end else begin
            if (ss_n == 1 && prev_ss_n == 0) begin  
                bit_counter <= 0;  
                data_received <= 1;  
                slave_rx_data <= slave_shift_reg;  
            end else if (data_received == 1) begin
                data_received <= 0;  
            end
            if (current_slave_state == SLAVE_ACTIVE && sclk == 1 && prev_sclk == 0) begin
                if (bit_counter < 8) begin  
                    slave_shift_reg[7 - bit_counter] <= mosi;  
                    bit_counter <= bit_counter + 1;  
                end
            end
        end
    end
    always @(*) begin
        next_slave_state = current_slave_state;
        miso             = 1'bz;  
        case (current_slave_state)
            SLAVE_IDLE: begin
                if (!ss_n) begin  
                    next_slave_state = SLAVE_ACTIVE;
                    slave_miso_reg = slave_tx_data;  
                end
                miso = 1'bz;  
            end
            SLAVE_ACTIVE: begin
                if (ss_n) begin  
                    next_slave_state = SLAVE_IDLE;
                end else if (bit_counter == 8) begin  
                    next_slave_state = SLAVE_COMPLETE;
                end else begin
                    miso = slave_miso_reg[7 - bit_counter];  
                end
            end
            SLAVE_COMPLETE: begin
                if (ss_n) begin  
                    next_slave_state = SLAVE_IDLE;
                end
                miso = 1'bz;  
            end
            default: begin
                next_slave_state = SLAVE_IDLE;
                miso = 1'bz;
            end
        endcase
    end
endmodule
</file>
<file path="/design/flow/run.sh">
#!/bin/bash
# OpenROAD 26Q1-2900-gdf79404cd8, Yosys 0.63+post, stock flow scripts
make -C /OpenROAD-flow-scripts/flow DESIGN_CONFIG=/design/flow/config.mk WORK_HOME=/design/flow/orfs finish
</file>
<file path="/design/flow/config.mk">
export PLATFORM = sky130hd
export DESIGN_NAME = spi_slave
export DESIGN_NICKNAME = spi_slave
export VERILOG_FILES = /design/flow/design.v
export SDC_FILE = /design/flow/constraint.sdc
export NUM_CORES = 4
export LEC_CHECK = 1
export CORE_AREA = 10 10 95 95
export DIE_AREA = 0 0 105 105
</file>
<file path="/design/flow/constraint.sdc">
current_design spi_slave

set clk_period 2.4
set clk_io_pct 0.2

create_clock -name clk0 -period $clk_period [get_ports {clk}]

set non_clock_inputs [all_inputs -no_clocks]
set_input_delay [expr $clk_period * $clk_io_pct] -clock clk0 $non_clock_inputs
set_output_delay [expr $clk_period * $clk_io_pct] -clock clk0 [all_outputs]
</file>
==> summary.rpt <==
IMPLEMENTATION SUMMARY REPORT
----------------------------------------------------
[Status]
  Status ........................ completed

[Global routing]
  Remaining Overflow, GRT ........................ 0
  Wire length of the first global-routing pass ........................ 4774 um
  Vias in the first global route ........................ 985
  Antenna violations before repair ........................ 0
  Global Route Usage Sum ........................ 0.05071
  Maximum number of pins on one net before global-route repair ........................ 25

[CTS]
  Latency at later pin ........................ 0.27 ns
  Clock tree from TritonCTS ........................ done
  Clock tree root buffer cell ........................ sky130_fd_sc_hd__clkbuf_8
  Clock edge transition at the registers on the reported setup and hold paths ........................ 0.09 ns
  Post-cts hold buffer count ........................ 0
  Number of clock buffers inserted by TritonCTS ........................ 3
  Number of levels in the clock H-tree ........................ 1
  Clock buffer depth ........................ 2

[Finish]
  Commonest non-fill, non-tap cells in the layout ........................ sky130_fd_sc_hd__dfrtp_1, sky130_fd_sc_hd__clkdlybuf4s50_1, sky130_fd_sc_hd__mux2_2
  Number of fillers in the final layout ........................ 732
  Fraction of the core area covered by cells at the end of the flow ........................ 0.2623
  Fin area ........................ 0.001812 sq mm
  Share of cells above drive strength 1 ........................ 0.2230
  Area growth, synth to finish ........................ 33.46%
  Highest-count logic cell in the final layout ........................ sky130_fd_sc_hd__dfrtp_1

[Die]
  FP Rows ........................ 30
  Fp util ........................ 0.1966
  Top-level I/O count ........................ 23
  Die Y-Extent ........................ 105 um
  Die X ........................ 105 um
  Total die size ........................ 0.01103 sq mm
  Core Box Area ........................ 0.006907 sq mm

[Timing]
  Endpoints left unconstrained ........................ 8
  Final setup violation count ........................ 0
  Setup repair after global routing missed its margin ........................ no
  Count of unclocked register or latch pins ........................ 8
  Max Transition Viols Final ........................ 0
  Actual slew at the worst max-slew pin ........................ 0.4922 ns
  Setup skew after layout ........................ 0.004115 ns
  Max Clk Rate ........................ 457.0 MHz
  Period utilization ........................ 0.9118
  Time the worst path needs with I/O delays and setup ........................ 2.188 ns
  Hold Violations, Final ........................ 0
  Worst slew slack as a fraction of its limit ........................ 0.6719
  Post-Route Hold Slack ........................ 0.4992 ns
  Sum of negative setup slack ........................ 0 ns

[Power]
  Power density of the placed cells ........................ 564.7 mW/mm^2
  Static Leak ........................ 0.8049 nW
  Post-route total power ........................ 0.001023 W
  Highest ir drop seen on vdd ........................ 0.2692 mV

[Hold path]
  Worst min-delay path class ........................ register to register
  Worst hold start ........................ slave_shift_reg[4]
  Hold-critical path depth ........................ 1
  Worst min-delay path endpoint ........................ slave_shift_reg[4]

[Placement]
  Post-detail-place hpwl ........................ 2090 um
  Area of placed instances ........................ 0.001718 sq mm
  # port buffers ........................ 22
  Global placer's final weighted congestion ........................ 0.7792

[Logic synthesis]
  Library cell occupying the most area in the post-synthesis netlist ........................ sky130_fd_sc_hd__dfrtp_1
  Ao+oa area frac ........................ 0.06728
  Netlist area before placement ........................ 0.001358 sq mm
  Mapped Cells ........................ 109
  Number of warning messages in the yosys log ........................ 5
  Cell area leaders ........................ sky130_fd_sc_hd__dfrtp_1, sky130_fd_sc_hd__dlxtn_1, sky130_fd_sc_hd__mux2_2, sky130_fd_sc_hd__ha_1, sky130_fd_sc_hd__mux4_2
  Main combinational cell family by area after synthesis ........................ simple AND/OR/NAND/NOR gates
  Library cells used by synthesis ........................ 33
  Average cell area after synthesis ........................ 12.45 sq um
  Basic Gates by Area ........................ 0.1567
  Top cell type's share of synthesized area ........................ 0.4240
  Number of flip-flops and latches in the synthesized netlist ........................ 32
  Adder-cell area share of the yosys netlist ........................ 0.06452
  Portion of netlist area occupied by mux cells ........................ 0.1327
  Post-synthesis xor/xnor area fraction ........................ 0.006452
  Number of cells in the yosys synthesis report ........................ 109
  YS chip area ........................ 0.001358 sq mm

[Drt]
  Post-detailed-route via-to-cell ratio ........................ 3.885
  Detailed Route WL ........................ 2770 um
  Routed Antenna Nets ........................ 0
  Detailed router's first-iteration violation count ........................ 71
  Inserted Diodes ........................ 0
  Vias after detailed routing ........................ 913
  Final routed wire length divided by cell count ........................ 11.79 um
  DR DRC count ........................ 0
  First-pass iteration count of the detailed router ........................ 4

[Critical path]
  Terminus of the critical flop-to-flop path ........................ slave_shift_reg[4]
  CP required ........................ 2.56 ns
  Critical path endpoint category ........................ register
  Sort of element at the start of the critical path ........................ register
  Data arrival time of the critical path ........................ 2.35 ns
  Category of the critical setup timing path ........................ register to register
  Top fanout value on the critical path ........................ 4
  Worst R2R Path Depth ........................ 7
  Register-to-register setup slack ........................ 0.21 ns
  Worst reg2reg startpoint ........................ bit_counter[1]

[Run]
  Max-cap violations ........................ 0
  Stage-log warning count ........................ 29

----------------------------------------------------
[critical path, stage by stage, from the launching register on]
cell and delay (ns):
sky130_fd_sc_hd__dfrtp_1 0.42, sky130_fd_sc_hd__ha_1 0.19, sky130_fd_sc_hd__nand3_1 0.12, sky130_fd_sc_hd__ha_1 0.33, sky130_fd_sc_hd__nor4bb_2 0.34, sky130_fd_sc_hd__nand3_1 0.19
sky130_fd_sc_hd__nand2b_1 0.19, sky130_fd_sc_hd__mux2_1 0.30
[worst max path at each step]
stage                           from  slack (ns)  cells after the start                 end
after CTS             bit_counter[0]        0.02                      5                miso
after global routing  bit_counter[1]        0.01                      7  slave_shift_reg[4]
final                 bit_counter[1]        0.21                      7  slave_shift_reg[4]
[Yosys cell counts, drive strengths merged]
| cell type | n |
|---|---|
| a22o | 1 |
| xnor2 | 1 |
| o31ai | 4 |
| nand2 | 6 |
| dfstp | 1 |
| nand4b | 1 |
| clkbuf | 3 |
| nand2b | 4 |
| nor4bb | 2 |
| ha | 7 |
| o22ai | 1 |
| buf | 1 |
| nand4bb | 1 |
| mux4 | 2 |
| nand3 | 4 |
| nor2 | 6 |
| nand4 | 2 |
| o41ai | 1 |
| or4b | 1 |
| dfrtp | 23 |
| nand3b | 2 |
| a21oi | 2 |
| nor4 | 1 |
| and4bb | 1 |
| inv | 6 |
| a21o | 1 |
| dlxtn | 8 |
| o21ai | 4 |
| mux2 | 12 |
[repair_timing]
item | CTS | global route
resized | 0 | 4
buffers inserted | 0 | 1
endpoints found under the setup margin | 0 | 4
[metal layers]
metal / GRT usage / share of wire
met5: 0 / 0
met4: 0.009804 / 0.015
met3: 0.01118 / 0.036
met2: 0.08096 / 0.46
met1: 0.06952 / 0.49
[where the power goes]
group	internal, W	switching, W
clock	0.000223	0.000133
combinational	0.000114	0.0000654
sequential	0.000459	0.0000279
total	0.000797	0.000226
[cell type report]
type	instances	area, sq um	area share
clock buffer	3	41.29	0.02279
clock inverter	1	30.03	0.01657
inverter	6	22.52	0.01243
multi-input combinational	67	589.3	0.3253
sequential	32	721.9	0.3985
tap	96	120.1	0.06630
timing repair buffer	30	286.5	0.1581
[per-stage QoR]
step           instances  setup slack (ns)
5_1_grt              235           0.01209
4_1_cts              234           0.01998
3_3_place_gp         230            0.1238
2_1_floorplan        109            0.1070
6_report             235            0.2117
3_5_place_dp         230            0.1006
[cells by family after synthesis]
kind of cell               Yosys count
and+or+nand+nor                     31
AOI/OAI and AO/OA                   14
buffers and inverters               10
DFF                                 24
xor gates and xnor gates             1
muxes                               14
latches                              8
adders and majority gates            7
Power and IR drop assume default switching activity.
